--- ./run.sh ---
#!/bin/bash
# OpenROAD 26Q1-2900-gdf79404cd8, Yosys 0.63+post, stock flow scripts
make -C /OpenROAD-flow-scripts/flow DESIGN_CONFIG=/design/flow/config.mk WORK_HOME=/design/flow/orfs finish
--- ./config.mk ---
export PLATFORM = sky130hd
export DESIGN_NAME = gasStation
export DESIGN_NICKNAME = gasStation
export VERILOG_FILES = /design/flow/design.v
export SDC_FILE = /design/flow/constraint.sdc
export NUM_CORES = 4
export LEC_CHECK = 1
export CORE_AREA = 10 10 70 70
export DIE_AREA = 0 0 80 80
--- ./constraint.sdc ---
current_design gasStation

set clk_period 2.7
set clk_io_pct 0.2

create_clock -name clk0 -period $clk_period [get_ports {clock}]

set non_clock_inputs [all_inputs -no_clocks]
set_input_delay [expr $clk_period * $clk_io_pct] -clock clk0 $non_clock_inputs
set_output_delay [expr $clk_period * $clk_io_pct] -clock clk0 [all_outputs]
--- ./design.v ---
module gasStation (state, READY, FEEDME, DELIVERGAS, CARWASH_O, clock, UNLEADED, MONEY, TANKFULL, EMERGENCY_STOP, CARWASH_I);
input clock, UNLEADED, MONEY, TANKFULL, EMERGENCY_STOP, CARWASH_I;   
output reg [1:0] state;   
output reg READY, FEEDME, DELIVERGAS, CARWASH_O;   
parameter needgastype = 2'b00, needmoney = 2'b01, delivering = 2'b10, wantcarwash = 2'b11;   
initial   
begin
	state = needgastype;
	READY = 0;
	FEEDME = 0;
	DELIVERGAS = 0;
	CARWASH_O = 0;
end
always @ (state)   
	case (state)
		needgastype:   
		begin
			CARWASH_O = 0;
			READY = 1;
		end
		needmoney:   
		begin
			READY = 0;
			FEEDME = 1;
		end
		delivering:   
		begin
			FEEDME = 0;
			DELIVERGAS = 1;
		end
		wantcarwash:   
		begin
			DELIVERGAS = 0;
			CARWASH_O = 1;
		end
	endcase
always @ (posedge clock)   
	case (state)
		needgastype:	
			if (UNLEADED)   
				state = needmoney;
		needmoney: 
			if (MONEY)   
				state = delivering;
		delivering: 
			if (TANKFULL || EMERGENCY_STOP)   
				state = wantcarwash;
		wantcarwash: 
			if (CARWASH_I)   
				state = needgastype;
	endcase
endmodule
==> results.txt <==
impl run done, here's what came out: outcome completed, Final Skew 0.00138 ns, delay-heaviest family, CP buffers and inverters, worst relative slew slack 0.785, number of hold violations in the final report 0, maximum net fanout on the critical path 4, Pleak 0.182 nW, # Cells Yosys 23, number of enable-type register cells in the synthesized netlist 2, share of the core filled with cells 0.127, commonest cells in the netlist 5 x sky130_fd_sc_hd__inv_1, 4 x sky130_fd_sc_hd__ha_1, 3 x sky130_fd_sc_hd__dlxtn_1, 3 x sky130_fd_sc_hd__nor2b_1, 2 x sky130_fd_sc_hd__edfxtp_1, count of buffers inserted at the top-level ports 11, final tally of setup violations 0, setup repair after global routing missed its margin false, largest net degree at the start of global routing 5, top area contributor share 0.246, dominant synthesized flop cell sky130_fd_sc_hd__dlxtn_1, share of the clock period used by the worst path after layout 0.626, Cell Area, Synth 244 sq um, overall die area approximately 6400 sq um, worst-case register-to-register setup slack between 1 and 1.5 ns, H-tree depth 1, antenna violations before repair 0, cells along the critical path clkdlybuf4s50_1, average vias per placed instance 2.37, power per unit of standard cell area about 950 nW/um^2, cells taking the most area after synthesis sky130_fd_sc_hd__edfxtp_1 25%, sky130_fd_sc_hd__ha_1 21%, sky130_fd_sc_hd__dlxtn_1 18%, 1st-iter DRT viols 25, final instance count without filler cells 83, total CTS buffers 3, number of cells in the design after placement about 80, CTS tree built, Distinct lib cells used 11, synthesized area per cell 10.6 sq um, cell type with the largest total area sky130_fd_sc_hd__edfxtp_1, GP Congestion 0.753, post-CTS setup buffer count 0, clk latency late pin ~0.22 ns, category of the worst setup path capture point primary output, register pins left without a clock 4, sum of net half-perimeters after detailed placement between 500 and 600 um, reported max-cap violation count 0, Max clock buf depth 2, Resized Gates After CTS 0, most frequent cell after synthesis sky130_fd_sc_hd__inv_1, total via count in the routed design between 150 and 200, Req. time, crit path 2.16 ns, crit path max-delay cell type sky130_fd_sc_hd__clkdlybuf4s50_1, Root Driver sky130_fd_sc_hd__clkbuf_4, signal arrival time at the worst endpoint between 1 and 1.5 ns, worst hold-check path type register to register, first-pass GRT wire length 1100 um, post-placement worst setup slack about 0.94 ns, detailed-route wire length between 600 and 700 um, Top Ports 12, post-synthesis instance total 23, fraction of final layout cells with drive strength greater than 1 0.135, Chip Area, Yosys roughly 240 sq um, routed len/inst ~7.7 um, crit path buf inv count 1, post-route worst setup slack roughly 1 ns, Synthesis Warnings 1, effective utilization at floorplan 0.0714, iteration count of the initial detailed-routing pass 4, GR Overflow Total 0, number of filler cells placed in the layout 394, GR Util All Layers 0.0228, maximum single-stage delay on the critical path 0.52 ns, stage-log warning count 28, flip-flop and latch count after synthesis 6, Crit Path Category register to primary output, number of antenna-violating nets in the routed design 0, time the worst path needs with I/O delays and setup around 1.7 ns, Core Rows 21, via count of the first global-routing pass approximately 210, number of unconstrained endpoints 8, setup TNS 0 ns, antenna diode instance count 0, VDD IR max 148 uV, post-synthesis to final-layout area growth 77.9%, number of design rule violations left after detail routing 0, Die Span Y 80 um, startpoint type of the worst setup path register, Fmax achieved roughly 0.59 GHz, clock slew seen by the registers of the worst setup and hold paths approximately 0.030 ns, count of final max-slew check failures 0, DIE WIDTH about 80 um, CTS Hold Buffers Added 0, Least-Margin Pin Slew roughly 0.32 ns, Core Footprint 3420 sq um, Post-synth ARST share 0
==> report_power, final <==
part | switching [mW] | total, mW | internal (mW)
Clock | 0.0169 | 0.0659 | 0.0490
Combinational | 0.0775 | 0.198 | 0.121
Sequential | 0.0244 | 0.149 | 0.125
==> layer usage <==
layer	track usage	wire length, um	vias to the layer above
met1	0.0275	296	81
met4	0.00528	8	0
li1	-	-	100
met2	0.0209	146	14
met3	0.0318	190	2
met5	0	0	-
==> cell families (layout without fill, tap and decap cells) <==
kind of cell | count (synthesis) | in the layout | synth area share
AND/OR/NAND/NOR | 8 | 8 | 0.226
buffers and inverters | 5 | 19 | 0.0769
latches | 4 | 4 | 0.246
flip-flops | 2 | 2 | 0.246
adder cells (fa/ha/maj) | 4 | 4 | 0.205
==> registers in the layout, summed over array words and instances (netlist names) <==
| register | flops |
|---|---|
| state | 2 |
| CARWASH_O | 1 |
| DELIVERGAS | 1 |
| FEEDME | 1 |
| READY | 1 |
==> final cells by class <==
cell class	count	area, sq um	area share
inverter	5	18.8	0.0432
sequential	6	120	0.277
timing repair buffer	11	110	0.254
tap	46	57.6	0.133
multi-input combinational	12	105	0.242
clock buffer	3	22.5	0.0519
==> metrics by stage <==
| step | area [sq um] | hold slack [ns] | power (mW) |
|---|---|---|---|
| final | 434 | 0.817 | 0.413 |
| after global routing | 434 | 0.877 | 0.462 |
| after CTS | 434 | 0.821 | 0.424 |
| after detailed placement | 412 | 0.810 | 0.353 |
| after global placement | 412 | 0.801 | 0.352 |
| after floorplan | 244 | 0.705 | 0.237 |
==> placed cells by master, fill, tap and decap left out <==
master / count
sky130_fd_sc_hd__clkbuf_4: 3
sky130_fd_sc_hd__clkdlybuf4s50_1: 11
sky130_fd_sc_hd__dlxtn_1: 3
sky130_fd_sc_hd__dlxtp_1: 1
sky130_fd_sc_hd__edfxtp_1: 2
sky130_fd_sc_hd__ha_1: 4
sky130_fd_sc_hd__inv_1: 5
sky130_fd_sc_hd__nand2_1: 1
sky130_fd_sc_hd__nor2b_1: 3
sky130_fd_sc_hd__nor3b_1: 1
sky130_fd_sc_hd__nor4_2: 1
sky130_fd_sc_hd__or2_1: 1
sky130_fd_sc_hd__or2_2: 1
==> final timing paths <==
| check | cells after the start | endpoint | start |
|---|---|---|---|
| hold reg to reg | 2 | state[1] | state[1] |
| setup reg to reg | 4 | state[1] | state[0] |
| hold / removal | 2 | state[1] | state[1] |
| setup / recovery | 1 | state[0] | state[0] |
Power figures rest on the tool's default switching activity, not on a simulated workload.
